<file path="/design/flow/config.mk">
export PLATFORM = sky130hd
export DESIGN_NAME = ExceptionUnit
export DESIGN_NICKNAME = ExceptionUnit
export VERILOG_FILES = /design/flow/design.v
export SDC_FILE = /design/flow/constraint.sdc
export NUM_CORES = 4
export LEC_CHECK = 1
export CORE_UTILIZATION = 40
</file>
<file path="/design/flow/constraint.sdc">
current_design ExceptionUnit

set clk_period 12.4
set clk_io_pct 0.2

create_clock -name clk0 -period $clk_period [get_ports {clk}]

set non_clock_inputs [all_inputs -no_clocks]
set_input_delay [expr $clk_period * $clk_io_pct] -clock clk0 $non_clock_inputs
set_output_delay [expr $clk_period * $clk_io_pct] -clock clk0 [all_outputs]
</file>
<file path="/design/flow/design.v">
`timescale 1ns / 1ps
module CSRRegs(
    input clk, rst,
    input[11:0] raddr, waddr,
    input[31:0] wdata,
    input csr_w,
    input[1:0] csr_wsc_mode,
    output[31:0] rdata,
    output[31:0] mstatus
);
    reg[31:0] CSR [0:15];
    wire raddr_valid = raddr[11:7] == 5'h6 && raddr[5:3] == 3'h0;
    wire[3:0] raddr_map = (raddr[6] << 3) + raddr[2:0];
    wire waddr_valid = waddr[11:7] == 5'h6 && waddr[5:3] == 3'h0;
    wire[3:0] waddr_map = (waddr[6] << 3) + waddr[2:0];
    assign mstatus = CSR[0];
    assign mepc = CSR[9]; 
    assign rdata = CSR[raddr_map];
    always@(posedge clk or posedge rst) begin
        if(rst) begin
			CSR[0] <= 32'h88;        
			CSR[1] <= 0;
			CSR[2] <= 0;
			CSR[3] <= 0;
			CSR[4] <= 32'hfff;       
			CSR[5] <= 0;             
			CSR[6] <= 0;
			CSR[7] <= 0;
			CSR[8] <= 0;
			CSR[9] <= 0;             
			CSR[10] <= 0;            
			CSR[11] <= 0;            
			CSR[12] <= 0;            
			CSR[13] <= 0;
			CSR[14] <= 0;
			CSR[15] <= 0;
		end
        else if(csr_w) begin
            case(csr_wsc_mode)
                2'b01: CSR[waddr_map] = wdata;
                2'b10: CSR[waddr_map] = CSR[waddr_map] | wdata;
                2'b11: CSR[waddr_map] = CSR[waddr_map] & ~wdata;
                default: CSR[waddr_map] = wdata;
            endcase            
        end
    end
endmodule
`timescale 1ns / 1ps
module ExceptionUnit(
    input clk, rst,
    input csr_rw_in,             
    input[1:0] csr_wsc_mode_in,  
    input csr_w_imm_mux,         
    input[11:0] csr_rw_addr_in,  
    input[31:0] csr_w_data_reg,  
    input[4:0] csr_w_data_imm,   
    output[31:0] csr_r_data_out, 
    input interrupt,
    input illegal_inst,
    input l_access_fault,
    input s_access_fault,
    input ecall_m,
    input mret,
    input[31:0] epc_cur,     
    input[31:0] epc_next,    
    output [31:0] PC_redirect,    
    output redirect_mux,     
    output reg_FD_flush, reg_DE_flush, reg_EM_flush, reg_MW_flush, 
    output RegWrite_cancel
);
    parameter idle = 0;
    parameter mepc = 1;
    parameter mcause = 2;
    reg[1:0] state; 
    reg[31:0] _mepc; 
    reg[5:0] _cause; 
    wire[31:0] mstatus;
    assign exception = illegal_inst | l_access_fault | s_access_fault; 
    assign _interrupt = (interrupt & mstatus[3]); 
    assign PC_redirect = ((state == mepc || mret) && ~rst) ? csr_r_data_out : 0; 
    assign redirect_mux = ((state == mepc || mret) && ~rst) ? 1 : 0; 
    wire[11:0] csr_raddr =  {12{state == idle && mret}} & 12'h341 |  
                            {12{state == mepc}} & 12'h305 |  
                            {12{state == idle && !mret}} & csr_rw_addr_in;   
    wire[11:0] csr_waddr =  {12{state == idle && (exception | ecall_m | mret)}} & 12'h300           |     
                            {12{state == mepc}} & 12'h341                                           |        
                            {12{state == mcause}} & 12'h342                                         |        
                            {12{state == idle && !(exception | ecall_m | mret)}} & csr_rw_addr_in   ;    
    wire[31:0] csr_wdata =  {32{state == idle && (exception | ecall_m)}} & {mstatus[31:8], mstatus[3], mstatus[6:4], 1'b0, mstatus[2:0]} |
                            {32{state == idle && (mret)}} & {mstatus[31:8], 1'b1, mstatus[6:4], mstatus[7], mstatus[2:0]}           |
                            {32{state == mepc}} & _mepc |
                            {32{state == mcause}} & _cause |
                            {32{state == idle && !(exception | ecall_m | mret)}} & (csr_w_imm_mux ? {27'b0, csr_w_data_imm} : csr_w_data_reg)    ;
    wire csr_w = {(state == idle && (exception | ecall_m | mret)) || state == mepc || state == mcause}      | 
                    {state == idle && !(exception | ecall_m | mret)} & csr_rw_in & csr_w_data_imm!=5'b00000 ;
    wire[1:0] csr_wsc = {2{state == idle && !(exception | ecall_m | mret)}} & csr_wsc_mode_in           |
                        {(state == idle && (exception | ecall_m | mret)) || state == mepc || state == mcause};
    assign reg_FD_flush = state == idle & (exception | ecall_m | _interrupt) | state == mepc ? 1 : mret ? 1 : 0; 
    assign reg_DE_flush = state == idle & (exception | ecall_m | _interrupt) | state == mepc ? 1 : mret ? 1 : 0; 
    assign reg_EM_flush = state == idle & (exception | ecall_m | _interrupt) | state == mepc ? 1 : mret ? 1 : 0; 
    assign reg_MW_flush = state == idle & (exception | ecall_m) | state == mepc; 
    assign RegWrite_cancel = state == idle & (exception | ecall_m) | state == mepc; 
    always @(posedge clk or posedge rst) begin
        if(rst)begin
            state <= idle;  
            _mepc <= 0; 
            _cause <= 0; 
        end
        else if(state == idle && (exception | ecall_m | _interrupt)) begin
            state <= mepc; 
            _mepc <= epc_cur; 
            if(ecall_m)
                _cause <= 11;
            else if(illegal_inst)
                _cause <= 2;
            else if (l_access_fault)
                _cause <= 5; 
            else if (s_access_fault)
                _cause <= 7; 
            else if (_interrupt)
                _cause <= 32'h80000000; 
        end
        else if(state == mepc) begin
            state <= mcause; 
            _mepc <= _mepc; 
            _cause <= _cause; 
        end
        else if(state == mcause) begin
            state <= idle; 
            _mepc <= 0; 
            _cause <= _cause; 
        end
        else if(state == idle && mret) begin
            state <= idle; 
            _mepc <= 0; 
            _cause <= _cause; 
        end
        else begin
            state <= idle; 
            _mepc <= 0; 
            _cause <= _cause; 
        end
    end
    CSRRegs csr(.clk(clk),.rst(rst),.csr_w(csr_w),.raddr(csr_raddr),.waddr(csr_waddr),
    .wdata(csr_wdata),.rdata(csr_r_data_out),.mstatus(mstatus),.csr_wsc_mode(csr_wsc));
endmodule
</file>
<file path="/design/flow/run.sh">
#!/bin/bash
# OpenROAD 26Q1-2900-gdf79404cd8, Yosys 0.63+post, stock flow scripts
make -C /OpenROAD-flow-scripts/flow DESIGN_CONFIG=/design/flow/config.mk WORK_HOME=/design/flow/orfs finish
</file>
==> changes_impl.md <==
### Changed

* Die Ht at 271 um
* Avg Cell Area, Syn at 8.95 um^2
* Skew-Pair Late Insertion Delay at 670 ps
* Final instance area at 34100 um^2
* DRC Markers at 0
* Arrival @ worst endpoint at 6820 ps
* RD Place Congestion at 1.06
* Met3 WL at 24900 um
* Synth Seq Share at 47.8%
* Setup crit end kind: output port
* Hold Buf Count CTS at 0
* Core Area at 71500 um^2
* Worst EP required at 9920 ps
* CP startpoint kind: input port
* Ys async rst share at 100%
* Highest clock rate at 107 MHz
* Post CTS Setup Buffer Count at 0
* Root Driver: clkbuf_16
* Min Clock Period, post-route at 9300 ps
* Tool Warnings at 69
* Clk pin slew, worst setup/hold paths at 60 ps
* Met2 wire len at 56100 um
* Largest net degree at the start of global routing at 122
* Worst path cell trace: clkdlybuf4s50_1 > buf_4 > o21ai_2 > buf_4 > a21o_1 > nor2_2 > buf_4 > a221o_1 > nor4_1 > nor3_1 > clkdlybuf4s50_1
* Min Hold Slack at 478 ps
* PD cells at 219 nW/um^2
* Crit path kind: in2out
* Hold Vio Cnt, Final at 0
* Post-synth regs at 551
* Maximum buffer depth of the clock tree at 3
* Hold Crit Class: reg2reg
* WP buf/inv at 5
* Via Count at 29000
* HPWL Detailed at 90000 um
* Row cnt at 98
* RSZ-0062 raised after global routing: false
* Leak at 0.0135 uW
* Post-DR vias/cell at 6.71
* Yosys cell count at 3228
* Die X at 271 um
* Crit path top cell by count: buf_4
* Pre-antenna DRT Iters at 8
* Worst path top cell family by delay: buffers and inverters
* Yosys stat chip area at 28900 um^2
* CP peak stage delay at 710 ps
* Starting Density at 40.4%
* Initial antenna violation count at 4
* I/O Pins at 195
* Relative slew slack at 29.3%
* Syn-to-layout area delta at 17.9%
* Vias in the first global route at 28300
* Total congestion overflow at 0
* Number of flops mapped to enable cells by yosys at 0
* Initial DRC count at 3529
* Slew Limit Fails at 0
* Slowest cell on the critical path: nor4_1
* First-pass GRT wire length at 204000 um
* Worst-margin pin slew at 1050 ps
* Share of cells above drive strength 1 at 13.0%
* Netlist Area Pre-Place at 28900 um^2
* WL met1 at 50500 um
* Status: finished clean
* GRT Util Overall at 40.4%
* Tcrit/Tclk final at 75.0%
* Yosys warning count at 6
* Post-DP Area at 31900 um^2
* CTS tree: built
* Highest Signal Layer: met5
* H-Tree Depth at 2
* Worst-path fanout max at 20
* CTS Buf Count at 60
* Post_cts resized at 0
* Routed len/inst at 32.9 um
* Final total power at 7470 uW
* Peak VDD IR at 189 uV
* DIE AREA at 73300 um^2
* Dominant flop cell: dfrtp_1
* WL final at 142000 um
* Setup violators final at 0
* Antenna viol nets, final at 0
* Synth unique cells at 83
* Clock Skew at 31.0 ps
* Cells after Synth at 3228
* PortBufs at 154
* CTS sink count at 551
* Max cap viols at 0
## layout by cell type (no fill, tap or decap), types with 10 or more instances in the layout
| master | Yosys | layout |
|---|---|---|
| a22oi_1 | 151 | 151 |
| o32a_1 | 15 | 15 |
| clkdlybuf4s50_1 | 0 | 154 |
| o211ai_1 | 17 | 17 |
| and2_1 | 57 | 58 |
| o21ai_2 | 18 | 20 |
| buf_4 | 15 | 164 |
| o22a_1 | 13 | 13 |
| mux2_2 | 42 | 42 |
| o21ai_1 | 446 | 444 |
| a21oi_1 | 116 | 114 |
| o22ai_1 | 25 | 25 |
| nand2_2 | 0 | 10 |
| clkinv_2 | 0 | 12 |
| nand2_1 | 717 | 707 |
| dfstp_2 | 15 | 15 |
| a221oi_1 | 43 | 43 |
| a32oi_1 | 18 | 18 |
| o21ai_0 | 127 | 127 |
| nand4_1 | 22 | 22 |
| a221o_1 | 27 | 27 |
| clkbuf_8 | 0 | 20 |
| a21o_1 | 13 | 13 |
| mux2i_1 | 47 | 47 |
| a22o_1 | 34 | 34 |
| a31oi_1 | 13 | 11 |
| nor2_1 | 81 | 75 |
| a222oi_1 | 69 | 69 |
| clkbuf_16 | 0 | 60 |
| nor3_1 | 18 | 15 |
| dfrtp_1 | 536 | 535 |
| nand3_1 | 79 | 76 |
## layer usage
layer | up-vias | GRT usage, %
li1 | 12200 | -
met1 | 13900 | 50.4
met2 | 2270 | 53.0
met3 | 660 | 26.4
met4 | 10 | 22.0
met5 | - | 2.63
## cell type report
type,instances,area [um^2]
Antenna cell,6,15.0
Clock buffer,86,1800
Clock inverter,27,388
Fill cell,6379,37400
Inverter,7,30.0
Multi-Input combinational cell,2375,14100
Sequential cell,551,13800
Tap cell,950,1190
Timing Repair Buffer,319,2790
## final timing paths
check                                               start                          to  slack, ps  depth (start not counted)
worst max-delay path                    csr_rw_addr_in[6]             PC_redirect[29]       3100                         11
worst min-delay path            csr.CSR[4][7]$_DFFE_PP1P_   csr.CSR[4][7]$_DFFE_PP1P_        480                          2
worst max register to register         state[0]$_DFF_PP1_   csr.CSR[5][7]$_DFFE_PP0P_       7900                          9
worst min register to register  csr.CSR[4][7]$_DFFE_PP1P_   csr.CSR[4][7]$_DFFE_PP1P_        480                          2
max in group asynchronous                             rst  csr.CSR[1][13]$_DFFE_PP0P_       7070                          6
min in group asynchronous                             rst   csr.CSR[0][4]$_DFFE_PP0P_       2240                          2
## worst min-delay path: cells and delay by family, from the launching register on
kind / cells / cell delay (ps)
AND-OR/OR-AND: 1 / 50
flip-flops: 1 / 380
AND/OR/NAND/NOR: 1 / 50
## synth_stat cells (9+ instances only)
cell type  instances  area, um^2
o32a_1            15         150
nand3_1           79         395
o211ai_1          17         128
nor3_1            18        90.1
buf_2             71         355
mux2i_1           47         470
a222oi_1          69         691
nand4_1           22         138
o21ai_2           18         158
a31oi_1           13        81.3
dfstp_2           15         394
o22ai_1           25         156
a22o_1            34         298
a22oi_1          151        1130
nand2_1          717        2690
o21ai_1          446        2230
nor4_1            17         106
nor2_1            81         304
buf_4             15         113
a32oi_1           18         158
o21ai_0          127         636
a21o_1            13        97.6
mux2_2            42         473
clkbuf_1         199         747
a221oi_1          43         377
a221o_1           27         270
dfrtp_1          536       13400
and2_1            57         357
and3_1             9        56.3
a21oi_1          116         581
o22a_1            13         114
## registers in the layout (all words and copies together) (netlist names)
register  count
_mepc        32
state         3
_cause        4
csr.CSR     512
## kinds of logic after synthesis
kind of cell / Yosys count / synth area share (%)
mux: 89 / 3.26
buf+inv: 302 / 4.55
flops: 551 / 47.8
simple gates: 1064 / 16.3
compound gates: 1222 / 28.1
## where the power goes
part	switching, uW	total [uW]	internal [uW]
Clock	788	1980	1190
Sequential	274	2340	2070
Combinational	2200	3150	950
Total	3260	7470	4210
## per-stage QoR
stage / cells / TNS (ps) / util [%] / worst slack, ps
final: 4321 / 0 / 47.7 / 3100
after global routing: 4315 / 0 / 47.6 / 3170
after CTS: 4315 / 0 / 47.6 / 3300
after detailed placement: 4202 / 0 / 44.6 / 3340
after global placement: 4202 / 0 / 44.6 / 3320
after floorplan: 3228 / -79400 / - / -2580
Power and IR drop assume default switching activity.
