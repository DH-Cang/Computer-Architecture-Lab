--- design/flow/run.sh ---
#!/bin/bash
# OpenROAD 26Q1-2900-gdf79404cd8, Yosys 0.63+post, stock flow scripts
make -C /OpenROAD-flow-scripts/flow DESIGN_CONFIG=/design/flow/config.mk WORK_HOME=/design/flow/orfs finish
--- design/flow/config.mk ---
export PLATFORM = sky130hd
export DESIGN_NAME = cmu
export DESIGN_NICKNAME = cmu
export VERILOG_FILES = /design/flow/design.v
export SDC_FILE = /design/flow/constraint.sdc
export NUM_CORES = 4
export LEC_CHECK = 1
export CORE_UTILIZATION = 30
export SYNTH_MEMORY_MAX_BITS = 65536
--- design/flow/constraint.sdc ---
current_design cmu

set clk_period 31.5
set clk_io_pct 0.2

create_clock -name clk0 -period $clk_period [get_ports {clk}]

set non_clock_inputs [all_inputs -no_clocks]
set_input_delay [expr $clk_period * $clk_io_pct] -clock clk0 $non_clock_inputs
set_output_delay [expr $clk_period * $clk_io_pct] -clock clk0 [all_outputs]
--- design/flow/design.v ---
module cache (
	input wire clk,   
	input wire rst,   
	input wire [ADDR_BITS-1:0] addr,   
    input wire load,     
	input wire store,   
	input wire edit,   
	input wire invalid,   
    input wire [2:0] u_b_h_w,  
	input wire [31:0] din,   
	output reg hit = 0,   
	output reg [31:0] dout = 0,   
	output reg valid = 0,   
	output reg dirty = 0,   
	output reg [TAG_BITS-1:0] tag = 0   
	);
    localparam 
    ADDR_BITS = 32,
    WORD_BYTES = 4,
    WORD_BYTES_WIDTH = 2,    
    WORD_BITS = (WORD_BYTES * 8),
    ELEMENT_WORDS = 4,
    ELEMENT_WORDS_WIDTH = 2,    
    BLOCK_WIDTH = (ELEMENT_WORDS_WIDTH + WORD_BYTES_WIDTH),    
    ELEMENT_NUM = 64,
    WAYS = 2,
    ELEMENT_INDEX_WIDTH = 6,    
    SET_INDEX_WIDTH = 5,    
    TAG_BITS = (ADDR_BITS - SET_INDEX_WIDTH - BLOCK_WIDTH);   
    wire [31:0] word1, word2;
    wire [15:0] half_word1, half_word2;
    wire [7:0]  byte1, byte2;
    wire recent1, recent2, valid1, valid2, dirty1, dirty2;
    wire [TAG_BITS-1:0] tag1, tag2;
    wire hit1, hit2;
    reg [ELEMENT_NUM-1:0] inner_recent = 0;
    reg [ELEMENT_NUM-1:0] inner_valid = 0;
    reg [ELEMENT_NUM-1:0] inner_dirty = 0;
    reg [TAG_BITS-1:0] inner_tag [0:ELEMENT_NUM-1];
    reg [31:0] inner_data [0:ELEMENT_NUM*ELEMENT_WORDS-1];
    integer i;
    initial begin
        for (i = 0; i < ELEMENT_NUM; i = i + 1)
            inner_tag[i] = 23'b0;
        for (i = 0; i < ELEMENT_NUM*ELEMENT_WORDS; i = i + 1)
            inner_data[i] = 32'b0;
    end
    wire [TAG_BITS-1:0] addr_tag;
    wire [SET_INDEX_WIDTH-1:0] addr_index;      
    wire [ELEMENT_INDEX_WIDTH-1:0] addr_element1; 
    wire [ELEMENT_INDEX_WIDTH-1:0] addr_element2;      
    wire [ELEMENT_INDEX_WIDTH+ELEMENT_WORDS_WIDTH-1:0] addr_word1;
    wire [ELEMENT_INDEX_WIDTH+ELEMENT_WORDS_WIDTH-1:0] addr_word2;  
    assign addr_tag = addr[31:9];              
    assign addr_index = addr[8:4];            
    assign addr_element1 = {addr_index, 1'b0};
    assign addr_element2 = {addr_index, 1'b1};       
    assign addr_word1 = {addr_element1, addr[ELEMENT_WORDS_WIDTH+WORD_BYTES_WIDTH-1:WORD_BYTES_WIDTH]};
    assign addr_word2 = {addr_element2, addr[ELEMENT_WORDS_WIDTH+WORD_BYTES_WIDTH-1:WORD_BYTES_WIDTH]};            
    assign word1 = inner_data[addr_word1];
    assign word2 = inner_data[addr_word2];                 
    assign half_word1 = addr[1] ? word1[31:16] : word1[15:0];
    assign half_word2 = addr[1] ? word2[31:16] : word2[15:0];            
    assign byte1 = addr[1] ?
                    addr[0] ? word1[31:24] : word1[23:16] :
                    addr[0] ? word1[15:8] :  word1[7:0]   ;
    assign byte2 = addr[1] ?
                    addr[0] ? word2[31:24] : word2[23:16] :
                    addr[0] ? word2[15:8] :  word2[7:0]   ;              
    assign recent1 = inner_recent[addr_element1];
    assign recent2 = inner_recent[addr_element2];               
    assign valid1 = inner_valid[addr_element1];
    assign valid2 = inner_valid[addr_element2];                
    assign dirty1 = inner_dirty[addr_element1];
    assign dirty2 = inner_dirty[addr_element2];                
    assign tag1 = inner_tag[addr_element1];
    assign tag2 = inner_tag[addr_element2];                  
    assign hit1 = valid1 & (tag1 == addr_tag);
    assign hit2 = valid2 & (tag2 == addr_tag);                  
    always @ (posedge clk) begin
        valid <= recent1 ? valid2 : valid1;                   
        dirty <= recent1 ? dirty2 : dirty1;                   
        tag <= recent1 ? tag2 : tag1;                     
        hit <= hit1 | hit2;                     
        if (load) begin
            if (hit1) begin
                dout <=
                    u_b_h_w[1] ? word1 :
                    u_b_h_w[0] ? {u_b_h_w[2] ? 16'b0 : {16{half_word1[15]}}, half_word1} :
                    {u_b_h_w[2] ? 24'b0 : {24{byte1[7]}}, byte1};
                inner_recent[addr_element1] <= 1'b1;
                inner_recent[addr_element2] <= 1'b0;
            end
            else if (hit2) begin
                dout <=
                    u_b_h_w[1] ? word2 :
                    u_b_h_w[0] ? {u_b_h_w[2] ? 16'b0 : {16{half_word2[15]}}, half_word2} :
                    {u_b_h_w[2] ? 24'b0 : {24{byte2[7]}}, byte2};
                inner_recent[addr_element1] <= 1'b0;
                inner_recent[addr_element2] <= 1'b1;     
            end
        end
        else dout <= inner_data[ recent1 ? addr_word2 : addr_word1 ];
        if (edit) begin
            if (hit1) begin
                inner_data[addr_word1] <= 
                    u_b_h_w[1] ?         
                        din
                    :
                        u_b_h_w[0] ?     
                            addr[1] ?        
                                {din[15:0], word1[15:0]} 
                            :
                                {word1[31:16], din[15:0]} 
                        :    
                            addr[1] ?
                                addr[0] ?
                                    {din[7:0], word1[23:0]}    
                                :
                                    {word1[31:24], din[7:0], word1[15:0]}  
                            :
                                addr[0] ?
                                    {word1[31:16], din[7:0], word1[7:0]}    
                                :
                                    {word1[31:8], din[7:0]}  
                ;
                inner_dirty[addr_element1] <= 1'b1;
                inner_recent[addr_element1] <= 1'b1;
                inner_recent[addr_element2] <= 1'b0;
            end
            else if (hit2) begin
                inner_data[addr_word2] <= 
                    u_b_h_w[1] ?         
                        din
                    :
                        u_b_h_w[0] ?     
                            addr[1] ?        
                                {din[15:0], word2[15:0]} 
                            :
                                {word2[31:16], din[15:0]} 
                        :    
                            addr[1] ?
                                addr[0] ?
                                    {din[7:0], word2[23:0]}    
                                :
                                    {word2[31:24], din[7:0], word2[15:0]}  
                            :
                                addr[0] ?
                                    {word2[31:16], din[7:0], word2[7:0]}    
                                :
                                    {word2[31:8], din[7:0]}  
                ;
                inner_dirty[addr_element2] <= 1'b1;
                inner_recent[addr_element1] <= 1'b0;
                inner_recent[addr_element2] <= 1'b1;
            end
        end
        if (store) begin
            if (recent1) begin   
                inner_data[addr_word2] <= din;
                inner_valid[addr_element2] <= 1'b1;
                inner_dirty[addr_element2] <= 1'b0;
                inner_tag[addr_element2] <= addr_tag;
            end else begin
                inner_data[addr_word1] <= din;
                inner_valid[addr_element1] <= 1'b1;
                inner_dirty[addr_element1] <= 1'b0;
                inner_tag[addr_element1] <= addr_tag;
            end
        end
        if (invalid) begin
            inner_recent[addr_element1] <= 1'b0;
            inner_recent[addr_element2] <= 1'b0;
            inner_valid[addr_element1] <= 1'b0;
            inner_valid[addr_element2] <= 1'b0;
            inner_dirty[addr_element1] <= 1'b0;
            inner_dirty[addr_element2] <= 1'b0;
        end
    end
endmodule
module cmu (
		input clk,
		input rst,
		input [31:0] addr_rw,
		input en_r,
		input en_w,
        input [2:0] u_b_h_w,
		input [31:0] data_w,
		output [31:0] data_r,
		output stall,
		output reg mem_cs_o = 0,
		output reg mem_we_o = 0,
		output reg [31:0] mem_addr_o = 0,
		input [31:0] mem_data_i,
		output [31:0] mem_data_o,
		input mem_ack_i,
        output [2:0] cmu_state
	);
    localparam 
    ADDR_BITS = 32,
    WORD_BYTES = 4,
    WORD_BYTES_WIDTH = 2,    
    WORD_BITS = (WORD_BYTES * 8),
    ELEMENT_WORDS = 4,
    ELEMENT_WORDS_WIDTH = 2,    
    BLOCK_WIDTH = (ELEMENT_WORDS_WIDTH + WORD_BYTES_WIDTH),    
    ELEMENT_NUM = 64,
    WAYS = 2,
    ELEMENT_INDEX_WIDTH = 6,    
    SET_INDEX_WIDTH = 5,    
    TAG_BITS = (ADDR_BITS - SET_INDEX_WIDTH - BLOCK_WIDTH);   
    reg [ADDR_BITS-1:0] cache_addr = 0;
    reg cache_load = 0;
    reg cache_store = 0;
    reg cache_edit = 0;
    reg [2:0] cache_u_b_h_w = 0;
    reg [WORD_BITS-1:0] cache_din = 0;
    wire cache_hit;
    wire [WORD_BITS-1:0] cache_dout;
    wire cache_valid;
    wire cache_dirty;
    wire [TAG_BITS-1:0] cache_tag;
    cache CACHE (
        .clk(~clk),
        .rst(rst),
        .addr(cache_addr),
        .load(cache_load),
        .store(cache_store),
        .edit(cache_edit),
        .invalid(1'b0),
        .u_b_h_w(cache_u_b_h_w),
        .din(cache_din),
        .hit(cache_hit),
        .dout(cache_dout),
        .valid(cache_valid),
        .dirty(cache_dirty),
        .tag(cache_tag)
    );
    localparam
        S_IDLE = 0,
        S_PRE_BACK = 1,
        S_BACK = 2,
        S_FILL = 3,
        S_WAIT = 4;
    reg [2:0]state = 0;
    reg [2:0]next_state = 0;
    reg [ELEMENT_WORDS_WIDTH-1:0]word_count = 0;
    reg [ELEMENT_WORDS_WIDTH-1:0]next_word_count = 0;
    assign cmu_state = state;
    always @ (posedge clk) begin
        if (rst) begin
            state <= S_IDLE;
            word_count <= 2'b00;
        end
        else begin
            state <= next_state;
            word_count <= next_word_count;
        end
    end
    always @ (*) begin
        if (rst) begin
            next_state = S_IDLE;
            next_word_count = 2'b00;
        end
        else begin
            case (state)
                S_IDLE: begin
                    if (en_r || en_w) begin
                        if (cache_hit)
                            next_state = S_IDLE;
                        else if (cache_valid && cache_dirty)
                            next_state = S_PRE_BACK;
                        else
                            next_state = S_FILL;
                    end
                    next_word_count = 2'b00;
                end
                S_PRE_BACK: begin
                    next_state = S_BACK;
                    next_word_count = 2'b00;
                end
                S_BACK: begin
                    if (mem_ack_i && word_count == {ELEMENT_WORDS_WIDTH{1'b1}})     
                        next_state = S_FILL;
                    else
                        next_state = S_BACK;
                    if (mem_ack_i)
                        next_word_count = word_count + 2'b01;
                    else
                        next_word_count = word_count;
                end
                S_FILL: begin
                    if (mem_ack_i && word_count == {ELEMENT_WORDS_WIDTH{1'b1}})
                        next_state = S_WAIT;
                    else
                        next_state = S_FILL;
                    if (mem_ack_i)
                        next_word_count = word_count + 2'b01;
                    else
                        next_word_count = word_count;
                end
                S_WAIT: begin
                    next_state = S_IDLE;
                    next_word_count = 2'b00;
                end
            endcase
        end
    end
    always @ (*) begin
        case(state)
            S_IDLE, S_WAIT: begin
                cache_addr = addr_rw;
                cache_load = en_r;
                cache_edit = en_w;
                cache_store = 1'b0;
                cache_u_b_h_w = u_b_h_w;
                cache_din = data_w;
            end
            S_BACK, S_PRE_BACK: begin
                cache_addr = {addr_rw[ADDR_BITS-1:BLOCK_WIDTH], next_word_count, {ELEMENT_WORDS_WIDTH{1'b0}}};
                cache_load = 1'b0;
                cache_edit = 1'b0;
                cache_store = 1'b0;
                cache_u_b_h_w = 3'b010;
                cache_din = 32'b0;
            end
            S_FILL: begin
                cache_addr = {addr_rw[ADDR_BITS-1:BLOCK_WIDTH], word_count, {ELEMENT_WORDS_WIDTH{1'b0}}};
                cache_load = 1'b0;
                cache_edit = 1'b0;
                cache_store = mem_ack_i;
                cache_u_b_h_w = 3'b010;
                cache_din = mem_data_i;
            end
        endcase
    end
    assign data_r = cache_dout;
    always @ (*) begin
        case (next_state)
            S_IDLE, S_PRE_BACK, S_WAIT: begin
                mem_cs_o = 1'b0;
                mem_we_o = 1'b0;
                mem_addr_o = 32'b0;
            end
            S_BACK: begin
                mem_cs_o = 1'b1;
                mem_we_o = 1'b1;
                mem_addr_o = {cache_tag, addr_rw[ADDR_BITS-TAG_BITS-1:BLOCK_WIDTH], next_word_count, {ELEMENT_WORDS_WIDTH{1'b0}}};
            end
            S_FILL: begin
                mem_cs_o = 1'b1;
                mem_we_o = 1'b0;
                mem_addr_o = {addr_rw[ADDR_BITS-1:BLOCK_WIDTH], next_word_count, {ELEMENT_WORDS_WIDTH{1'b0}}};
            end
        endcase
    end
    assign mem_data_o = cache_dout;
    assign stall = (next_state != S_IDLE);
endmodule
==> PnR_summary.wiki <==
== Run summary ==
{| class="wikitable"
! Metric !! Value
|-
| Result of the run || completed
|-
| Total power per unit cell area || 64.2 nW/µm²
|-
| Post-Synthesis Cell Area || 400000 µm²
|-
| Gr usage total || 0.238
|-
| Highest ir drop seen on vdd || 0.0459 mV
|-
| Final setup TNS || 0 ns
|-
| Setup repair after global routing missed its margin || no
|-
| Area of the core region || 1330000 µm²
|-
| Number of unconstrained endpoints || 1612
|-
| Antenna-violating nets left || 0
|-
| Final instance count without filler cells || 49200
|-
| First-pass GRT wire length || 2010000 µm
|-
| Die Area || 1340000 µm²
|-
| Post-route cell area || 508000 µm²
|-
| Number of flip-flops and latches in the synthesized netlist || 9994
|-
| Total Power Consumption || 32.6 mW
|-
| Commonest cells after routing, fill and taps aside || sky130_fd_sc_hd__inv_1, sky130_fd_sc_hd__edfxtp_1, sky130_fd_sc_hd__mux4_2
|-
| TritonCTS clock tree || built
|-
| Synthesized chip area reported by yosys || 400000 µm²
|-
| Buffers added on ports || 203
|-
| Adder-cell area share of the yosys netlist || 0.000275
|-
| Fin Clk Skew || 0.222 ns
|-
| Startpoint class of the critical path || flop
|-
| Share of layout cells above drive strength 1 || 0.217
|-
| Number of register pins that no clock reaches || 107
|-
| Data required time of the worst path || 25.20 ns
|-
| Total of hold buffers inserted after clock tree synthesis || 0
|-
| Post-placement cell area || 431000 µm²
|-
| Die width || 1160 µm
|-
| Critical Path Sink Type || primary output
|-
| Largest delay share family, worst path || buffers and inverters
|-
| Post-synth EDFFs || 9760
|-
| Worst-margin pin slew || 1.36 ns
|-
| Max-slew violation count || 0
|-
| Inst Count DP || 36500
|-
| Synth-to-Final Area Change || 27.1%
|-
| HPWL Detailed || 916000 µm
|-
| Total I/O pin count || 206
|-
| Logic family by area || multiplexers
|-
| Final hold slack || 0.446 ns
|-
| Yosys stat cell total || 18700
|-
| Most frequent standard cell in the layout excluding fill and tap cells || sky130_fd_sc_hd__inv_1
|-
| Async set or reset register ratio after synthesis || 0
|-
| Total count of hold-check failures in the final report || 0
|-
| Final wirelength || 1490000 µm
|-
| Largest net degree at the start of global routing || 104
|-
| Clock transition at the registers of the reported paths || 0.04 ns
|-
| Post-Route Utilization || 0.383
|-
| Iter 0 DRT Violations || 17700
|-
| Number of max-capacitance violations reported || 0
|-
| Post-route setup slack || 7.28 ns
|-
| Number of cells produced by synthesis || 18700
|-
| CTS resizes || 0
|-
| Worst slack after detailed placement || 8.59 ns
|-
| Via count of the first global-routing pass || 278000
|-
| Xor/xnor share of the synthesized area || 0.00101
|-
| Worst path buffer plus inverter count || 1
|-
| Rows || 423
|-
| RD Place Congestion || 1.01
|-
| Number of levels in the clock H-tree || 7
|-
| Chip Height || 1160 µm
|-
| Number of setup violations in the final report || 0
|-
| Area share of and/or/nand/nor cells after synthesis || 0.0204
|-
| Routed length per instance || 30.3 µm
|-
| Fraction of synthesized area in multiplexers || 0.196
|-
| Max-slew headroom || 0.0698
|-
| Total CTS buffers || 1184
|-
| Critical path cell sequence || clkdlybuf4s50_1
|-
| Setup Buffers After CTS || 0
|-
| Arrival time of data at the critical path endpoint || 17.92 ns
|-
| Antenna violations before repair || 199
|-
| Leakage power total || 199 nW
|-
| AO/OA Area Share || 0.0247
|-
| Stage delay of the slowest cell on the critical path || 0.51 ns
|-
| Ratio of routed vias to standard cells || 5.01
|-
| Total via count after detailed routing || 247000
|-
| Main flop type || sky130_fd_sc_hd__edfxtp_1
|-
| Root buffer cell || sky130_fd_sc_hd__clkbuf_16
|-
| Largest fanout on the critical path || 2
|-
| Maximum clock path buffer count || 6
|-
| Insertion delay at the late pin of the worst-skew pair || 1.33 ns
|-
| Slowest cell on the critical path || sky130_fd_sc_hd__clkdlybuf4s50_1
|-
| Remaining Overflow, GRT || 0
|-
| First-pass iteration count of the detailed router || 21
|-
| Avg Synthesized Cell Area || 21.4 µm²
|-
| Post-route DRC violation count || 0
|-
| Hold WC Path Type || reg -> reg
|-
| Starting Density || 0.301
|-
| Yosys warns || 2
|-
| Number of logged tool warnings || 1039
|-
| Setup Crit Path Kind || reg -> out
|-
| Number of library cell types mapped by synthesis || 101
|}
[metal layers]
| layer | global-route usage | routed length (µm) | vias to the layer above |
|---|---|---|---|
| li1 | - | - | 103000 |
| met1 | 0.191 | 391000 | 119000 |
| met2 | 0.304 | 638000 | 20900 |
| met3 | 0.263 | 338000 | 3728 |
| met4 | 0.166 | 104000 | 297 |
| met5 | 0.129 | 18800 | - |
[cell usage after synthesis, types with 21 or more instances]
master / number / area, µm²
sky130_fd_sc_hd__clkbuf_1: 655 / 2460
sky130_fd_sc_hd__o21ai_0: 140 / 701
sky130_fd_sc_hd__o31ai_1: 58 / 435
sky130_fd_sc_hd__nor3_1: 43 / 215
sky130_fd_sc_hd__o22ai_1: 223 / 1400
sky130_fd_sc_hd__a21oi_1: 496 / 2480
sky130_fd_sc_hd__buf_6: 21 / 236
sky130_fd_sc_hd__mux4_2: 3122 / 70300
sky130_fd_sc_hd__inv_1: 25 / 93.8
sky130_fd_sc_hd__nor2_1: 1011 / 3790
sky130_fd_sc_hd__or3_1: 57 / 357
sky130_fd_sc_hd__a22oi_1: 175 / 1310
sky130_fd_sc_hd__dfxtp_1: 127 / 2540
sky130_fd_sc_hd__nand2_1: 588 / 2210
sky130_fd_sc_hd__buf_4: 139 / 1040
sky130_fd_sc_hd__nand3_1: 74 / 370
sky130_fd_sc_hd__nor2b_1: 22 / 138
sky130_fd_sc_hd__and3_1: 32 / 200
sky130_fd_sc_hd__a22o_1: 67 / 587
sky130_fd_sc_hd__o211ai_1: 36 / 270
sky130_fd_sc_hd__xnor2_1: 28 / 245
sky130_fd_sc_hd__mux2i_1: 752 / 7530
sky130_fd_sc_hd__dlxtn_1: 107 / 1610
sky130_fd_sc_hd__edfxtp_1: 9760 / 293000
sky130_fd_sc_hd__a221oi_1: 47 / 412
sky130_fd_sc_hd__mux2_2: 49 / 552
sky130_fd_sc_hd__nand4_1: 29 / 181
sky130_fd_sc_hd__buf_2: 207 / 1040
sky130_fd_sc_hd__a31oi_1: 87 / 544
sky130_fd_sc_hd__buf_1: 206 / 773
sky130_fd_sc_hd__and2_1: 22 / 138
sky130_fd_sc_hd__a211oi_1: 32 / 240
[path summary, 6_finish.rpt]
check	start	endpoint	cells after the start	slack, ns
setup / recovery	CACHE.dout[24]$_DFFE_NP_	mem_data_o[24]	1	7.28
hold / removal	CACHE.inner_recent[20]$_DFF_N_	CACHE.inner_recent[20]$_DFF_N_	2	0.45
setup reg to reg	CACHE.inner_tag[15][5]$_DFFE_NP_	CACHE.inner_data[145][15]$_DFFE_NP_	20	20.87
hold reg to reg	CACHE.inner_recent[20]$_DFF_N_	CACHE.inner_recent[20]$_DFF_N_	2	0.45
[flip-flops by register name (all words and copies together) (netlist names), 3 cells and up]
register            cells
CACHE.inner_data     8192
CACHE.inner_tag      1472
CACHE.inner_dirty      64
CACHE.inner_valid      64
CACHE.dout             32
CACHE.inner_recent     32
cache_addr             32
cache_din              32
mem_addr_o             30
CACHE.tag              23
cache_u_b_h_w           3
next_state              3
state                   3
[cells by family after synthesis]
logic type / count (synthesis)
compound gates: 1530
other cells: 1
mux: 3923
flops: 9887
fa+ha+maj: 9
buf+inv: 1260
xor+xnor: 46
simple gates: 1949
latches: 107
[final cells by class]
class	count	area (µm²)
Fill cell	117000	819000
Sequential cell	9994	297000
Multi-Input combinational cell	7459	100000
Clock inverter	10700	44900
Clock buffer	1207	30200
Tap cell	17600	22100
Timing Repair Buffer	1397	11200
Antenna cell	853	2130
Inverter	28	133
[report_power, final]
part | leakage (nW) | internal, mW | switching, mW | total [mW]
clock network | 71.6 | 9.86 | 8.37 | 18.2
registers | 90.3 | 14.4 | 0.000220 | 14.4
logic | 36.9 | 0.0158 | 0.0290 | 0.0448
total | 199 | 24.2 | 8.40 | 32.6
Power figures rest on the tool's default switching activity, not on a simulated workload.
